==> /design/flow/design.v <==
module mux2to1(out,sel,in1,in2);
 input in1,in2,sel;
 output out;
 wire not_sel,a1,a2;
 not (not_sel,sel);
 and (a1,sel,in2);
 and (a2,not_sel,in1);
 or(out,a1,a2);
endmodule
module bit8_2to1mux(out,sel,in1,in2);
 input [7:0] in1,in2;
 output [7:0] out;
 input sel;
 genvar j;
 generate for (j=0; j<8;j=j+1) begin: mux_loop
 mux2to1 m1(out[j],sel,in1[j],in2[j]);
end
endgenerate
endmodule
module bit32_2to1mux(out,sel,in1,in2);
  input [31:0] in1,in2;
  output [31:0] out;
  input sel;
  genvar i;
  generate
    for (i=0;i<32;i=i+8) begin: mux_loop
      bit8_2to1mux m(out[i+7:i],sel,in1[i+7:i],in2[i+7:i]);
    end
  endgenerate
endmodule
==> /design/flow/run.sh <==
#!/bin/bash
# OpenROAD 26Q1-2900-gdf79404cd8, Yosys 0.63+post, stock flow scripts
make -C /OpenROAD-flow-scripts/flow DESIGN_CONFIG=/design/flow/config.mk WORK_HOME=/design/flow/orfs finish
==> /design/flow/config.mk <==
export PLATFORM = sky130hd
export DESIGN_NAME = bit32_2to1mux
export DESIGN_NICKNAME = bit32_2to1mux
export VERILOG_FILES = /design/flow/design.v
export SDC_FILE = /design/flow/constraint.sdc
export NUM_CORES = 4
export LEC_CHECK = 1
export CORE_AREA = 10 10 71 71
export DIE_AREA = 0 0 81 81
==> /design/flow/constraint.sdc <==
current_design bit32_2to1mux

set clk_period 1.0
set clk_io_pct 0.2

create_clock -name clk0 -period $clk_period

set non_clock_inputs [all_inputs -no_clocks]
set_input_delay [expr $clk_period * $clk_io_pct] -clock clk0 $non_clock_inputs
set_output_delay [expr $clk_period * $clk_io_pct] -clock clk0 [all_outputs]
==> flow report <==
OUTCOME
---------------------------------------------------------------------------
Result of the run ............................................ complete, but fails checks
Failing checks ............................................... setup timing

GLOBAL ROUTE
---------------------------------------------------------------------------
Leftover overflow at the end of global routing ...............            0
GR Util met3 .................................................       2.673%
GR Util All Layers ...........................................       7.561%
Antenna violations before repair .............................            0
First-pass GRT wire length ................................... 4029 microns
Via count of the first global-routing pass ...................          738
Global routing met1 resource utilization .....................       8.633%
Met2 track demand over resource in global routing ............       14.01%
Most heavily used metal layer in global routing ..............         met2
Maximum number of pins on one net before global-route repair .            9

PWR
---------------------------------------------------------------------------
Switching fraction of total power ............................       22.34%
Gate power share .............................................       100.0%
Power Total ..................................................    0.5943 mW
Max IR drop VDD ..............................................  0.0001694 V
P_leak .......................................................    0.8302 nW
Sequential share of power ....................................           0%
Internal power consumption ...................................    0.4615 mW
Power dissipated by switching net loads ......................    0.1328 mW
Pwr/cell area ................................................ 390.6 nW/um^2
Clock share of power .........................................           0%

FLOORPLAN
---------------------------------------------------------------------------
Overall die width ............................................   81 microns
Floorplan core density .......................................       21.59%
Die Span Y ...................................................   81 microns
Die Area .....................................................   6561 sq um
Placeable core region ........................................   3633 sq um
I/O Pins .....................................................           97
Site row count ...............................................           22

ROUTE
---------------------------------------------------------------------------
Number of antenna cells inserted .............................            0
Routed wire length per instance .............................. 15.15 microns
Vias .........................................................          676
Count of TritonRoute iterations in the first routing pass ....            2
Post-detailed-route count of antenna-violating nets ..........            0
First-iteration detailed-routing DRC count ...................            5
Post-detailed-route via-to-cell ratio ........................        3.714
Final wirelength ............................................. 2757 microns
Final routed DRC violation total .............................            0

TIMING
---------------------------------------------------------------------------
Transition at the pin with the smallest max-transition slack .   0.07674 ns
Slew Limit Fails .............................................            0
Final Critical Period ........................................     1.078 ns
Setup slack of the critical path after layout ................  -0.07791 ns
Post-layout period usage .....................................       107.8%
Final hold vios ..............................................            0
Total setup violations reported at the end of the flow .......           32
Maximum clock rate ...........................................   0.9277 GHz
Final worst hold slack .......................................    0.7944 ns
Setup repair after global routing missed its margin ..........          yes
Headroom to the max-slew limit ...............................       94.88%

LOGIC SYNTHESIS
---------------------------------------------------------------------------
Yosys synthesis warning count ................................            0
Seq/Total Area, Yosys ........................................           0%
Chip area from the yosys synthesis statistics ................  784.5 sq um
Netlist Area Pre-Place .......................................  784.5 sq um
Syn Inst Count ...............................................           68
Cell count listed in synth_stat.txt ..........................           68
Post-Syn Area per Cell .......................................  11.54 sq um
Distinct cell type count of the synthesized netlist ..........            5

PLACEMENT
---------------------------------------------------------------------------
Half-perimeter wire length after detailed placement .......... 2461 microns
Total of buffers placed on input and output ports ............           97
Global placement routability congestion ......................       0.7767

FINAL LAYOUT
---------------------------------------------------------------------------
Share of cells above drive strength 1 ........................       52.24%
Number of sequential cells ...................................            0
Comb. cell area ..............................................  480.5 sq um
Syn-to-layout area delta .....................................       93.94%
Count of clock buffers in the final design ...................            0
Sequential cell area .........................................      0 sq um
Fill cell count ..............................................          380

WORST HOLD PATH
---------------------------------------------------------------------------
Startpoint of the most critical hold path ....................      in1[17]
Worst min path class ......................................... primary input to output port

JOB
---------------------------------------------------------------------------
Max-capacitance violation count ..............................            0
OpenROAD warnings ............................................           35

CRITICAL PATH
---------------------------------------------------------------------------
Data required time of the worst path .........................      0.80 ns
Type of origin of the critical path .......................... primary input
Launching element of the worst setup path ....................          sel
Category of the critical setup timing path ................... primary input to output port
Critical-path maximum fanout .................................            8
Crit path DAT ................................................      0.88 ns
Worst Setup End Kind .........................................  output port

CLOCK NETWORK
---------------------------------------------------------------------------
Number of buffers added to fix hold violations after cts .....            0

-- logic make-up after synthesis --
logic type | Yosys count | synth area share (%)
mux | 32 | 60.29
buf+inv | 36 | 39.71
-- worst max-delay path, stage by stage --
cell    delay, ns
buf_12       0.12
buf_16       0.14
mux2_4       0.30
buf_6        0.11
-- per-stage QoR --
step	instances	TNS, ns	worst slack, ns	utilization (%)	area, sq um
finish	182	-2.294	-0.07791	41.87	1521
global route	182	-2.776	-0.09685	41.87	1521
CTS	182	-2.440	-0.08142	40.50	1471
detailed placement	179	-15.54	-0.5025	42.36	1539
global placement	179	-15.47	-0.5005	42.36	1539
floorplan	68	-1.446	-0.04820	-	905.9
-- power by group through the flow --
stage | Combinational (mW) | Clock, mW | Sequential, mW
final | 0.594 | 0 | 0
after global routing | 0.639 | 0 | 0
after CTS | 0.574 | 0 | 0
-- cells in the final DEF (no fill, tap or decap) --
cell | Yosys | final
mux2_4 | 30 | 32
dlygate4sd2_1 | 0 | 64
buf_2 | 0 | 10
buf_6 | 1 | 22
buf_16 | 0 | 2
buf_12 | 3 | 3
buf_4 | 32 | 1
-- final timing paths --
path | to | cells past startpoint
max | out[20] | 4
min | out[17] | 3
-- cell type report --
type / instances / area share, %
Timing Repair Buffer: 102 / 64.47
Multi-Input combinational cell: 32 / 31.58
Tap cell: 48 / 3.947
-- cells in the mapped netlist --
master	n	share of area, %
mux2_4	30	57
buf_12	3	7.7
buf_4	32	31
buf_6	1	1.4
mux2_2	2	2.9
-- repair_timing --
action	in CTS	in global routing
setup buffers	1	0
endpoints found under the setup margin	32	32
cloned	2	0
resized	182	8
hold endpoints to repair	0	0
-- layer usage --
metal | vias to the layer above | wire (microns)
li1 | 332 | -
met1 | 303 | 992
met2 | 41 | 1466
met3 | 0 | 298
met4 | 0 | 0
met5 | - | 0
No activity file was given, so power comes from the tool's default toggle rates.
