==> design/flow/design.v <==
module dff_sync_clear(d, clearb, clock, q);
  input d, clearb, clock;
  output q;
  reg q;
  always @ (posedge clock)
    begin
      if (!clearb) q <= 1'b0;
      else q <= d;
    end
endmodule
module reg_32bit(q,d,clk,reset);
  input [31:0] d;
  input clk,reset;
  output [31:0] q;
  genvar i;
  generate
    for (i=0;i<32;i=i+1) begin: dff_loop
      dff_sync_clear dff(d[i],reset,clk,q[i]);
    end
  endgenerate
endmodule
module bit1_4to1mux(out,in,sel);
	input [3:0]in;
	input [1:0]sel;
	output out;
	assign out = sel[1]? (sel[0]? in[3]:in[2]) : (sel[0]? in[1]:in[0]);
endmodule
module bit32_4to1mux(regData,q1,q2,q3,q4,reg_no);
	input [31:0] q1,q2,q3,q4;
	output [31:0] regData;
	input [1:0] reg_no;
	genvar i;
    generate
    for (i=0;i<32;i=i+1) begin: mux_loop
      bit1_4to1mux m(regData[i],{q4[i],q3[i],q2[i],q1[i]},reg_no);
    end
    endgenerate
endmodule
==> design/flow/run.sh <==
#!/bin/bash
# OpenROAD 26Q1-2900-gdf79404cd8, Yosys 0.63+post, stock flow scripts
make -C /OpenROAD-flow-scripts/flow DESIGN_CONFIG=/design/flow/config.mk WORK_HOME=/design/flow/orfs finish
==> design/flow/config.mk <==
export PLATFORM = sky130hd
export DESIGN_NAME = reg_32bit
export DESIGN_NICKNAME = reg_32bit
export VERILOG_FILES = /design/flow/design.v
export SDC_FILE = /design/flow/constraint.sdc
export NUM_CORES = 4
export LEC_CHECK = 1
export CORE_AREA = 10 10 82 82
export DIE_AREA = 0 0 92 92
==> design/flow/constraint.sdc <==
current_design reg_32bit

set clk_period 1.0
set clk_io_pct 0.2

create_clock -name clk0 -period $clk_period [get_ports {clk}]

set non_clock_inputs [all_inputs -no_clocks]
set_input_delay [expr $clk_period * $clk_io_pct] -clock clk0 $non_clock_inputs
set_output_delay [expr $clk_period * $clk_io_pct] -clock clk0 [all_outputs]
==> results.toml <==
# physical design summary
[worst_setup_path]
slowest_stage = "dfxtp_2"
crit_buf_inv = 1
path_class = "register to output port"
critPathMaxStageDelay_ns = 0.32
crit_required_ns = 0.80
endpoint = "q[17]"
start_kind = "register"
cp_max_fo = 1
crit_chain = "clkdlybuf4s15_1"
worstPathArrival_ns = 0.76
cp.depth = 1
cp-end-kind = "output port"
crit_family = "flip-flops"
worstSetupStartpoint = "dff_loop[17].dff.q"

[floorplanning]
die_h_um = 92
die_area_mm2 = 0.00846
fp-row-count = 26
initCoreUtil = 0.224
fp.dieW_um = 92
design.core.area_mm2 = 0.00507
io_pins = 66

[grt]
antenna_found_initial = 1
grt_first_pass_wirelength_um = 3850
grt_overflow_total = 0
grt_max_degree = 33
track_usage = 0.0562
grt_pass1_vias = 752

[sta]
setup_ws_ns = 0.0426
worst_pin_slew_ns = 0.109
period_needed_ns = 0.957
setup_viol_count_final = 0
fmax_ghz = 1.04
final-hold-violation-count = 0
rsz0062_at_grt = "no"
slew_headroom = 0.927
finalCritPeriodShare = 0.957
slew_viol_final = 0

[clocking]
clockBufferDepth = 2
cts_buffers = 5
cts_tree = "done"
clock_sinks = 32
post_cts_buffers = 0
clk_pin_slew_worst_paths_ns = 0.06
root_buffer = "clkbuf_8"
htree_num_levels = 2

[run]
maxCapViolCount = 0
warnings = 25

[yosys]
top_area_frac = 0.564
ys.warnings.count = 1
yosys_cells = 99
ys_seq_share = 0.564
top_cells_by_count = "and2_2, buf_4, dfxtp_1"
avgSynthCellArea_um2 = 11.5
ys_ff = 32
yosysChipArea_mm2 = 0.00114
edf_count = 0
synthCells = 99
ys_async_sr_fraction = 0
flop_cell = "dfxtp_1"
area_leaders = "dfxtp_1, and2_2, buf_4"
synth_cell_type_count = 4
syn_area_mm2 = 0.00114
yosysTopAreaCell = "dfxtp_1"

[routing]
drt_iter0_drc = 28
drc = 0
via_per_inst = 3.23
antenna_cells = 0
num_vias = 671
first_pass_iters = 2
wl_per_cell_um = 11.6
ant_nets = 0
wirelength_um = 2410

[layout]
top_regs = "dff_loop.dff.q x32"
layout-drive-gt1-share = 0.348
largest_reg_flops = 32
syn_to_final_growth_pct = 51.0
top_register = "dff_loop.dff.q"

[power_and_ir_drop]
static-leakage-power_nw = 0.705
finalPower_w = 0.00262
power_density_mw_per_mm2 = 1530
vdd_ir_drop_max_mv = 0.377

[hold_path]
hold_path.class = "primary input to register"

[place]
port_buffers = 65
dp_slack_ns = -0.138
dp_hpwl_um = 1950
place_congestion = 0.638

[outcome]
outcome = "finished clean"
cells in the final DEF (no fill, tap or decap), drive strengths merged:
cell type,count
clkdlybuf4s15,28
clkdlybuf4s50,33
and2,32
dfxtp,32
buf,1
clkbuf,12
cell families after synthesis:
family | after synthesis | share of synthesized area
buffers and inverters | 35 | 0.225
flip-flops | 32 | 0.564
AND/OR/NAND/NOR | 32 | 0.211
power by group:
| group | internal (W) | total [W] | switching [W] |
|---|---|---|---|
| sequential | 0.00135 | 0.00136 | 0.0000167 |
| combinational | 0.000235 | 0.000286 | 0.0000511 |
| clock | 0.000560 | 0.000974 | 0.000414 |
| total | 0.00214 | 0.00262 | 0.000482 |
worst min-delay path by stage:
stage	startpoint	endpoint	slack (ns)	depth (start not counted)
global route	d[28]	dff_loop[28].dff.q	0.51	2
CTS	d[14]	dff_loop[14].dff.q	0.51	2
finish	d[15]	dff_loop[15].dff.q	0.52	2
per-stage QoR:
step                       util  cell area (um^2)  TNS (ns)  hold slack [ns]  std cells
after floorplan               -              1140         0            0.336         99
after global placement    0.323              1640     -3.17            0.800        200
after detailed placement  0.323              1640     -3.60            0.800        200
after CTS                 0.341              1730         0            0.507        208
after global routing      0.338              1720         0            0.512        208
final                     0.338              1720         0            0.520        208
routing by layer:
layer  GRT usage  share of wire  routed length [um]  vias up
li1            -              -                   -      338
met1      0.0568           0.36                 865      294
met2      0.0924           0.47                1140       33
met3      0.0404           0.14                 342        6
met4      0.0129          0.027                  64        0
met5           0              0                   0        -
layout make-up:
class	instances	area, um^2
Clock buffer	8	90.1
Fill cell	512	3360
Multi-Input combinational cell	32	240
Sequential cell	32	647
Tap cell	70	87.6
Timing Repair Buffer	66	651
what timing repair did:
| item | 4_1_cts | 5_1_grt |
|---|---|---|
| hold endpoints to repair | 0 | 0 |
| hold buffers | 0 | 0 |
| endpoints found under the setup margin | 32 | 7 |
| gates resized | 66 | 7 |
Power and IR drop assume default switching activity.
